--- /design/flow/run.sh ---
#!/bin/bash
# OpenROAD 26Q1-2900-gdf79404cd8, Yosys 0.63+post, stock flow scripts
make -C /OpenROAD-flow-scripts/flow DESIGN_CONFIG=/design/flow/config.mk WORK_HOME=/design/flow/orfs finish
--- /design/flow/config.mk ---
export PLATFORM = sky130hd
export DESIGN_NAME = instr_bridge
export DESIGN_NICKNAME = instr_bridge
export VERILOG_FILES = /design/flow/design.v
export SDC_FILE = /design/flow/constraint.sdc
export NUM_CORES = 4
export LEC_CHECK = 1
export CORE_AREA = 10 10 142 142
export DIE_AREA = 0 0 152 152
--- /design/flow/constraint.sdc ---
current_design instr_bridge

set clk_period 7.5
set clk_io_pct 0.2

create_clock -name clk0 -period $clk_period [get_ports {aclk}]

set non_clock_inputs [all_inputs -no_clocks]
set_input_delay [expr $clk_period * $clk_io_pct] -clock clk0 $non_clock_inputs
set_output_delay [expr $clk_period * $clk_io_pct] -clock clk0 [all_outputs]
--- /design/flow/design.v ---
package cvxif_pkg;
  localparam X_NUM_RS = 2;   
  localparam X_ID_WIDTH = 4;
  localparam X_MEM_WIDTH = 32;
  localparam X_RFR_WIDTH = 32;
  localparam X_RFW_WIDTH = 32;
  localparam int XLEN = 32;
  localparam int FLEN = 32;
  typedef struct packed {
    logic [          15:0] instr;  
    logic [           1:0] mode;   
    logic [X_ID_WIDTH-1:0] id;     
  } x_compressed_req_t;
  typedef struct packed {
    logic [31:0] instr;    
    logic        accept;   
  } x_compressed_resp_t;
  typedef struct packed {
    logic [          31:0]                  instr;      
    logic [           1:0]                  mode;       
    logic [X_ID_WIDTH-1:0]                  id;         
    logic [X_NUM_RS  -1:0][X_RFR_WIDTH-1:0] rs;         
    logic [X_NUM_RS  -1:0]                  rs_valid;   
    logic [           5:0]                  ecs;        
    logic                                   ecs_valid;  
  } x_issue_req_t;
  typedef struct packed {
    logic       accept;      
    logic       writeback;   
    logic       dualwrite;   
    logic [2:0] dualread;    
    logic       loadstore;   
    logic       ecswrite ;   
    logic       exc;         
  } x_issue_resp_t;
  typedef struct packed {
    logic [X_ID_WIDTH-1:0] id;           
    logic                  commit_kill;  
  } x_commit_t;
  typedef struct packed {
    logic [X_ID_WIDTH   -1:0] id;     
    logic [             31:0] addr;   
    logic [              1:0] mode;   
    logic                     we;     
    logic [              2:0] size;   
    logic [X_MEM_WIDTH/8-1:0] be;     
    logic [              1:0] attr;   
    logic [X_MEM_WIDTH  -1:0] wdata;  
    logic                     last;   
    logic                     spec;   
  } x_mem_req_t;
  typedef struct packed {
    logic       exc;       
    logic [5:0] exccode;   
    logic       dbg;       
  } x_mem_resp_t;
  typedef struct packed {
    logic [X_ID_WIDTH -1:0] id;      
    logic [X_MEM_WIDTH-1:0] rdata;   
    logic                   err;     
    logic                   dbg;     
  } x_mem_result_t;
  typedef struct packed {
    logic [X_ID_WIDTH      -1:0] id;       
    logic [X_RFW_WIDTH     -1:0] data;     
    logic [                 4:0] rd;       
    logic [X_RFW_WIDTH/XLEN-1:0] we;       
    logic [                 5:0] ecsdata;  
    logic [                 2:0] ecswe;    
    logic                        exc;      
    logic [                 5:0] exccode;  
    logic                        err;      
    logic                        dbg;      
  } x_result_t;
  typedef struct packed {
    logic [31:0]        W_addr ;
    logic [31:0]        I_addr ;
    logic [31:0]        R_addr ;
    logic [31:0]        I_height ;
    logic [31:0]        I_width ;
    logic [2:0]         W_height ;
    logic [2:0]         W_width ;
    logic [4:0]         I_channels ;   
    logic [4:0]         W_channels ;   
    logic [1:0]         Padding ;   
    logic               Stride ;
  } convolution;
  typedef struct packed {
    logic               result_valid_d;
    logic               pe_valid ;
    logic               pe_finished ;
    logic               we ;
  } cntr;
endpackage
`timescale 1ns / 1ps
module instr_bridge
#(
    parameter id_width   = 2            ,
    parameter itcm_start = 32'h20000000,
    parameter itcm_size = 4096
)
(
    input  logic         aclk,
    input  logic         aresetn,
    output logic [id_width-1:0]   instr_axi_awid      ,
    output logic [31:0]  instr_axi_awaddr    ,
    output logic [7:0]   instr_axi_awlen     ,
    output logic [2:0]   instr_axi_awsize    ,
    output logic [1:0]   instr_axi_awburst   ,
    output logic [0:0]   instr_axi_awlock    ,
    output logic [3:0]   instr_axi_awcache   ,
    output logic [2:0]   instr_axi_awprot    ,
    output logic [3:0]   instr_axi_awqos     ,
    output logic [3:0]   instr_axi_awregion  ,
    output logic         instr_axi_awvalid   ,
    input  logic         instr_axi_awready   ,
    output logic [id_width-1:0]   instr_axi_wid       ,
    output logic [31:0]  instr_axi_wdata     ,
    output logic [3:0]   instr_axi_wstrb     ,
    output logic         instr_axi_wlast     ,
    output logic         instr_axi_wvalid    ,
    input  logic         instr_axi_wready    ,
    input  logic [id_width-1:0]   instr_axi_bid       ,
    input  logic [1:0]   instr_axi_bresp     ,
    input  logic         instr_axi_bvalid    ,
    output logic         instr_axi_bready    ,
    output logic [id_width-1:0]   instr_axi_arid      ,
    output logic [31:0]  instr_axi_araddr    ,
    output logic [7:0]   instr_axi_arlen     ,
    output logic [2:0]   instr_axi_arsize    ,
    output logic [1:0]   instr_axi_arburst   ,
    output logic [0:0]   instr_axi_arlock    ,
    output logic [3:0]   instr_axi_arcache   ,
    output logic [2:0]   instr_axi_arprot    ,
    output logic [3:0]   instr_axi_arqos     ,
    output logic [3:0]   instr_axi_arregion  ,
    output logic         instr_axi_arvalid   ,
    input  logic         instr_axi_arready   ,
    input  logic [id_width-1:0]   instr_axi_rid       ,
    input  logic [31:0]  instr_axi_rdata     ,
    input  logic [1:0]   instr_axi_rresp     ,
    input  logic         instr_axi_rlast     ,
    input  logic         instr_axi_rvalid    ,
    output logic         instr_axi_rready    ,
    input  logic [31 : 0]iaddress,
    output logic [31 : 0]idata,
    input  logic         ireq,
    output logic         igrant,
    output logic         ivalid,
    output logic  [31 : 0]i_tcm_address,
    output logic          i_tcm_req,
    input  logic  [31 : 0]i_tcm_read_data,
    input  logic          i_tcm_grant,
    input  logic          i_tcm_valid
);
    typedef enum {i_reset, i_itcm_read, i_imem_read, i_imem_read_ah} i_fetch_fsm_type;
    logic i_port_i_tcm_read_req;
    logic i_mem_read_req;
    i_fetch_fsm_type imem_state;
    i_fetch_fsm_type imem_next_state;
    logic [31:0] i_axi_addr_save;
    assign ivalid = (imem_state == i_itcm_read)? i_tcm_valid : instr_axi_rvalid && instr_axi_rready;
    assign idata = (imem_state == i_itcm_read)? i_tcm_read_data: instr_axi_rdata;
    assign igrant = (imem_next_state == i_itcm_read)? i_tcm_grant : i_mem_read_req == 1 && (imem_state == i_reset || imem_state == i_itcm_read);
    assign i_tcm_address = iaddress;
    assign i_tcm_req = imem_next_state == i_itcm_read;
    assign i_port_i_tcm_read_req = (iaddress >= itcm_start && iaddress < itcm_start + itcm_start) && ireq;
    assign i_mem_read_req = !(iaddress >= itcm_start && iaddress < itcm_start + itcm_start) && ireq;
    assign instr_axi_awid     = 'b0;
    assign instr_axi_awaddr   = 'b0;
    assign instr_axi_awlen    = 'b0;
    assign instr_axi_awsize   = 'b010;
    assign instr_axi_awburst  = 'b01;
    assign instr_axi_awlock   = 'b0;
    assign instr_axi_awcache  = 'b0;
    assign instr_axi_awprot   = 3'b101;
    assign instr_axi_awqos    = 'b0;
    assign instr_axi_awregion = 'b0;
    assign instr_axi_awvalid  = 'b0;
    assign instr_axi_wid      = 'b0;
    assign instr_axi_wdata    = 'b0;
    assign instr_axi_wstrb    = 'b0;
    assign instr_axi_wlast    = 'b0;
    assign instr_axi_wvalid   = 'b0;
    assign instr_axi_bready   = 'b0;
    assign instr_axi_arid     = 'b0;
    always @* begin
        if(imem_state == i_imem_read || imem_state == i_imem_read_ah)
            instr_axi_araddr = {i_axi_addr_save[31:2], 2'b00};
        else
            instr_axi_araddr = {iaddress[31:2], 2'b00};
    end    
    assign instr_axi_arlen    = 'b0;
    assign instr_axi_arsize   = 3'b010;
    assign instr_axi_arburst  = 2'b01;
    assign instr_axi_arlock   = 'b0;
    assign instr_axi_arcache  = 'b0;
    assign instr_axi_arprot   = 3'b101;
    assign instr_axi_arqos    = 'b0;
    assign instr_axi_arregion = 'b0;
    assign instr_axi_arvalid = imem_state == i_imem_read;
    assign instr_axi_rready = imem_state == i_imem_read_ah;
    always_ff @(posedge aclk, negedge aresetn)
    begin
        if(aresetn == 0)
            i_axi_addr_save <= 0;
        else if(i_mem_read_req && (imem_state == i_reset || imem_state == i_itcm_read))
            i_axi_addr_save <= iaddress;
    end
    always_comb
    begin
        if(imem_state == i_reset && i_port_i_tcm_read_req)
            imem_next_state = i_itcm_read;
        else if(imem_state == i_reset && i_mem_read_req)
            imem_next_state = i_imem_read;
        else if(imem_state == i_itcm_read && i_port_i_tcm_read_req)
            imem_next_state = i_itcm_read;
        else if(imem_state == i_itcm_read && i_mem_read_req)
            imem_next_state = i_imem_read;
        else if(imem_state == i_itcm_read)
            imem_next_state = i_reset;
        else if(imem_state == i_imem_read && instr_axi_arready)
            imem_next_state = i_imem_read_ah;
        else if(imem_state == i_imem_read_ah && instr_axi_rready && instr_axi_rvalid && i_port_i_tcm_read_req)
                    imem_next_state = i_itcm_read;
        else if(imem_state == i_imem_read_ah && instr_axi_rready && instr_axi_rvalid)
            imem_next_state = i_reset;
        else
            imem_next_state = imem_state;
    end
    always_ff @(posedge aclk, negedge aresetn)
    begin
        if(aresetn == 0)
            imem_state <= i_reset;
        else
            imem_state <= imem_next_state;
    end
endmodule
==> flow_summary_export.csv <==
group,metric,value,unit
power,peakVddDrop,0.0775,mV
yosys,yosysUniqueCellTypes,28,
global_route,grt_first_pass_wirelength,17700,µm
yosys,ys.flops,34,
setup_path,endpoint_kind,"output port",
placed_design,io_buffers,197,
final_timing,tightest_slew,0.566,ns
final_timing,grt_setup_unrepaired,"no",
yosys,synth_area_leader_cell,"buf_4",
detailed_routing,drcViolationCount,0,
detailed_routing,ant_nets,0,
detailed_routing,vias_per_cell,3.41,
floorplan,core_area,0.0172,mm²
flow_run,maxCapViolations,0,
global_route,grt_start_max_net_pins,39,
power,power.leakage,2.26,nW
global_route,grt_pass1_vias,2821,
detailed_routing,n_antenna_cell,0,
clocking,cts_setup_buffers,0,
flow_run,tool_warnings,37,
setup_path,arrival,3.29,ns
min_path,hold_class,"reg2reg",
clocking,path_clk_slew,0.06,ns
yosys,yosysTopAreaCellShare,37.4,%
setup_path,required,6.00,ns
global_route,gr-usage-met1,11.3,%
final_timing,final-max-slew-violation-count,0,
clocking,ctsResizeCount,0,
global_route,grt_usage,9.69,%
clocking,cts_inserted_buffers,5,
yosys,syn_inst,332,
final_timing,slew_headroom,62.2,%
setup_path,crit_path_start_kind,"input pin",
final_timing,setup_violations,0,
clocking,cts_tree,"done",
clocking,cts-root-buf,"clkbuf_16",
setup_path,crit_fanout,5,
final_timing,finClkSkew,0.00529,ns
finish,area_delta_synth_final,46.7,%
placed_design,placed_cells_incl_taps,714,
clocking,clockBufferDepth,2,
detailed_routing,drtIter0Drc,45,
floorplan,die_w,152,µm
floorplan,io_pins,352,
detailed_routing,routed_wl,12100,µm
power,power_density,105,mW/mm²
clocking,cts_sinks,34,
detailed_routing,num_vias,2464,
finish,fillCellCount,1825,
final_timing,setup_tns,0,ns
floorplan,die_h,152,µm
global_route,grt_use_met3,3.38,%
floorplan,fp_util,20.0,%
yosys,yosys_area,0.00343,mm²
final_timing,period_used_share,63.9,%
yosys,top_cells_by_area,"buf_4, mux2_2, dfrtp_1",
final_timing,max_freq,209,MHz
yosys,ys_seq_share,24.9,%
setup_path,worstSetupPathType,"in2out",
placed_design,dp_hpwl,10300,µm
final_timing,hold_viol,0,
placed_design,gp_congestion,0.820,
yosys,syn_area,0.00343,mm²
clocking,postCtsHoldBufs,0,
clocking,clock_latency,0.28,ns
detailed_routing,post_drt_wl_per_cell,16.7,µm
floorplan,die_area,0.0231,mm²
finish,final_cell_count_no_fill,722,
finish,drive_gt1_share,22.1,%
yosys,yosysWarnings,1,
clocking,cts-htree-levels,2,
global_route,antenna_found_initial,0,
yosys,syn_avg_cell_area,10.3,µm²
global_route,use_met2,17.3,%
global_route,busiest_layer,"met2",
final_timing,fin_crit,4.79,ns
outcome,outcome,"finished clean",
detailed_routing,drt_first_pass_iters,4,
floorplan,rows,48,
global_route,grt-ovfl-total,0,
yosys,yosys_cells,332,
==> through the flow <==
stage	setup slack, ns	hold slack [ns]	util, %	power [W]	cell area, µm²
final	2.71	0.500	29.3	0.000530	5030
after global routing	2.68	0.519	29.3	0.000564	5030
after CTS	2.71	0.497	29.3	0.000548	5030
after detailed placement	2.71	0.484	28.4	0.000323	4880
after global placement	2.71	0.476	28.4	0.000324	4880
after floorplan	3.91	0.456	-	0.000262	3940
==> Yosys cell counts <==
library cell / count
dfstp_2: 1
or3b_4: 1
buf_4: 171
mux2_4: 7
conb_1: 2
a22o_1: 3
mux2_2: 82
o32ai_1: 1
buf_8: 1
dfrtp_1: 33
nand2_4: 1
nor3b_2: 1
o21a_4: 1
o21ai_2: 1
o22a_1: 1
nor2_4: 1
nor2_1: 4
nand2b_1: 1
nand4b_1: 1
a21oi_1: 2
buf_2: 6
o21ai_0: 1
a41oi_1: 1
a211oi_1: 1
nand2_1: 4
inv_1: 1
or2_2: 1
buf_6: 1
==> layer usage <==
layer,wire [µm],vias up
met5,0,-
met4,108,0
met3,970,6
met2,6120,197
met1,4880,1126
li1,-,1135
==> final timing paths <==
| path | startpoint | to | slack [ns] | cells past startpoint |
|---|---|---|---|---|
| hold reg to reg | i_axi_addr_save[31]$_DFFE_PN0P_ | i_axi_addr_save[31]$_DFFE_PN0P_ | 0.50 | 1 |
| min in group asynchronous | aresetn | i_axi_addr_save[8]$_DFFE_PN0P_ | 1.26 | 2 |
| setup / recovery | iaddress[31] | igrant | 2.71 | 4 |
| max in group asynchronous | aresetn | imem_state[0]$_DFF_PN1_ | 5.87 | 2 |
| hold / removal | i_axi_addr_save[31]$_DFFE_PN0P_ | i_axi_addr_save[31]$_DFFE_PN0P_ | 0.50 | 1 |
| setup reg to reg | imem_state[2]$_DFF_PN0_ | i_axi_addr_save[21]$_DFFE_PN0P_ | 5.53 | 4 |
==> sequential cells by signal, summed over array words and instances, names as in the netlist <==
register	flops
i_axi_addr_save	30
imem_state	4
==> logic make-up (layout without fill, tap and decap cells) <==
kind of cell,Yosys count,after routing,synth area share (%)
AND-OR/OR-AND,12,12,2.88
buffers and inverters,180,209,39.2
flip-flops,34,34,24.9
multiplexers,89,89,30.0
other,2,138,0.219
AND/OR/NAND/NOR,15,15,2.85
==> cells in the final DEF, fill, tap and decap left out <==
| master | synthesis | layout |
|---|---|---|
| a41oi_1 | 1 | 1 |
| nor2_4 | 1 | 2 |
| o21ai_0 | 1 | 1 |
| buf_4 | 171 | 3 |
| buf_2 | 6 | 1 |
| conb_1 | 2 | 138 |
| o32ai_1 | 1 | 1 |
| mux2_4 | 7 | 7 |
| nand4b_1 | 1 | 1 |
| nor2_1 | 4 | 3 |
| or2_2 | 1 | 1 |
| o22a_1 | 1 | 1 |
| dfrtp_1 | 33 | 33 |
| clkinvlp_4 | 0 | 1 |
| o21ai_2 | 1 | 1 |
| a211oi_1 | 1 | 1 |
| nand2_4 | 1 | 1 |
| clkbuf_8 | 0 | 1 |
| nor3b_2 | 1 | 1 |
| mux2_2 | 82 | 82 |
| a22o_1 | 3 | 3 |
| dfstp_2 | 1 | 1 |
| or3b_4 | 1 | 1 |
| clkdlybuf4s50_1 | 0 | 196 |
| nand2b_1 | 1 | 1 |
| clkinv_2 | 0 | 1 |
| inv_1 | 1 | 1 |
| a21oi_1 | 2 | 2 |
| o21a_4 | 1 | 1 |
| clkbuf_16 | 0 | 5 |
| nand2_1 | 4 | 4 |
==> where the power goes <==
group          total, W  switching (W)  internal, W
registers      0.000183              0     0.000183
logic          0.000131      0.0000326    0.0000989
clock network  0.000215      0.0000835     0.000132
total          0.000530       0.000116     0.000414
==> final cells by class <==
| class | instances | area, µm² | area share (%) |
|---|---|---|---|
| clock buffer | 6 | 139 | 2.76 |
| inverter | 1 | 3.75 | 0.0746 |
| clock inverter | 2 | 12.5 | 0.249 |
| timing repair buffer | 200 | 1990 | 39.6 |
| sequential | 34 | 852 | 16.9 |
| tap | 225 | 282 | 5.60 |
| multi-input combinational | 254 | 1750 | 34.8 |
==> worst max-delay path, stage by stage <==
cell and delay (ns):
clkdlybuf4s50_1 0.53, or3b_4 0.49, a211oi_1 0.24, clkdlybuf4s50_1 0.52
Power figures rest on the tool's default switching activity, not on a simulated workload.
